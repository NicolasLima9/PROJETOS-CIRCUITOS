==> design.v <==
module contador_ms (
    input logic clk, rst, pulse_in,
    input logic read_time,  
    output logic ready, done_tick,
    output logic [19:0] count,  
    output logic [31:0] time_ms,  
    output logic [31:0] last_time_ms  
);
typedef enum {idle, counting, done} state_type;
state_type state_reg, state_next;
logic [31:0] count_reg, count_next;
logic [31:0] time_ms_reg, time_ms_next;
logic [31:0] last_time_ms_reg, last_time_ms_next;  
  parameter logic [31:0] MS_PER_CLOCK = 50000;  
logic pulse_in_prev;  
logic edge_detected;
always_ff @(posedge clk, posedge rst) begin
    if (rst) begin
        state_reg <= idle;
        count_reg <= 0;
        time_ms_reg <= 0;
        last_time_ms_reg <= 0;
        pulse_in_prev <= 0;
    end else begin
        state_reg <= state_next;
        count_reg <= count_next;
        time_ms_reg <= time_ms_next;
        last_time_ms_reg <= last_time_ms_next;
        pulse_in_prev <= pulse_in;  
    end
end
assign edge_detected = (pulse_in && !pulse_in_prev);  
always_comb begin
    state_next = state_reg;
    ready = 1'b0;
    done_tick = 1'b0;
    count_next = count_reg;
    time_ms_next = time_ms_reg;
    last_time_ms_next = last_time_ms_reg;  
    case (state_reg)
        idle: begin
            ready = 1'b1;
            if (edge_detected) begin  
                count_next = 0;  
                state_next = counting;
            end
        end
        counting: begin
            if (!pulse_in) begin  
                state_next = done;
            end else begin
                count_next = count_reg + 1;  
            end
        end
        done: begin
            done_tick = 1'b1;
            time_ms_next = count_reg * MS_PER_CLOCK;  
            if (read_time) begin
                last_time_ms_next = time_ms_next;  
            end
            state_next = idle;  
        end
        default: state_next = idle;
    endcase
end
assign time_ms = time_ms_reg;  
assign count = count_reg;  
assign last_time_ms = last_time_ms_reg;  
endmodule
==> run.sh <==
#!/bin/bash
# OpenROAD 26Q1-2900-gdf79404cd8, Yosys 0.63+post, stock flow scripts
make -C /OpenROAD-flow-scripts/flow DESIGN_CONFIG=/design/flow/config.mk WORK_HOME=/design/flow/orfs finish
==> config.mk <==
export PLATFORM = sky130hd
export DESIGN_NAME = contador_ms
export DESIGN_NICKNAME = contador_ms
export VERILOG_FILES = /design/flow/design.v
export SDC_FILE = /design/flow/constraint.sdc
export NUM_CORES = 4
export LEC_CHECK = 1
export CORE_UTILIZATION = 30
==> constraint.sdc <==
current_design contador_ms

set clk_period 13.5
set clk_io_pct 0.2

create_clock -name clk0 -period $clk_period [get_ports {clk}]

set non_clock_inputs [all_inputs -no_clocks]
set_input_delay [expr $clk_period * $clk_io_pct] -clock clk0 $non_clock_inputs
set_output_delay [expr $clk_period * $clk_io_pct] -clock clk0 [all_outputs]
==> results_slide.txt <==
Run Summary

CTS
  – CTS clock-pin slew for the worst setup and hold paths: 0.08 ns
  – Clock sink count: 88
  – CTS resizes: 0
  – CTS root buffer: clkbuf_16
  – Post-CTS Repair Setup Buffers: 0
  – CTS tree: yes
  – Deepest clock path buffer count: 2
  – Latency at later pin: 0.36 ns
  – # hold bufs at CTS: 0
  – Num CTS Buffers: 9
  – CTS H-tree depth: 3

Logic synthesis
  – Avg Cell Area, Syn: about 10 um2
  – Synth Instances: about 820
  – Post-synth regs: 88
  – Top cells by area: dfrtp_1 27%, ha_1 18%, fa_1 15%
  – Ys async rst share: 1.000
  – Post-synth mux share: 0.06059
  – Top-area cell share: 0.2662
  – Synth logic family: adder cells
  – EDFF count, synth: 0
  – Cell total in the yosys stat output: between 800 and 900
  – Most frequent cells after synthesis: 167 x inv_1, 119 x ha_1, 87 x dfrtp_1, 62 x fa_1, 44 x mux2_2
  – Cell Area, Synth: 8178 um2
  – Synth warn: 1
  – Synth unique cells: roughly 55
  – Yosys simple share: 0.08063
  – Register area share after synthesis: 0.2694
  – Synth top cell by count: inv_1
  – Adder Share, Synth: 0.3338
  – Yosys chip area: ~8200 um2
  – XORs/XNORs by Area: 0.07176
  – Cell taking the most area after synthesis: dfrtp_1
  – Top FF cell, synth: dfrtp_1
  – Ao+oa area frac: 0.07619

Global routing
  – Initial antenna violation count: 0
  – Largest net degree at the start of global routing: 49
  – Vias in the first global route: around 5,700
  – Overflow after GRT: 0
  – First-pass GRT wire length: about 31 mm
  – Gr usage total: 0.1434

Floorplan
  – Core area: 26,880 um2
  – Ports: about 90
  – Initial Util: 0.3043
  – Rows: ~60
  – Die area: 27,920 um2
  – Die height: between 150 and 200 um
  – Die x size: 167.1 um

Drt
  – Ant diodes: 0
  – Antenna Violating Nets Remaining: 0
  – # DRC: 0
  – Detailed-route via count: 5,533
  – 1st-iter DRT viols: approximately 270
  – Via-per-instance ratio: 4.495
  – Total wire length: approximately 18 mm
  – Post-DR wirelength/cell: roughly 15 um
  – TritonRoute pass-1 iters: 4

Critical path
  – Worst Path Required: approximately 14 ns
  – CP Cell Sequence: ha_1 -> ha_1 -> inv_1 -> fa_1 -> inv_1 -> fa_1 -> inv_1 -> fa_1 -> inv_1 -> ha_1 -> nand2_1 -> a21oi_1 -> nor4_1 -> or2_1 -> o41ai_1 -> xor2_1 -> mux2_2
  – CP max-delay cell: dfrtp_1
  – Top cell by count, worst path: inv_1
  – CP Data Arrival Time: around 5.4 ns
  – Reg2Reg Setup Slack: between 8 and 9 ns
  – Startpoint type of the worst setup path: register
  – Reg2reg start: count_reg[8]
  – Crit Path Category: reg -> reg
  – Worst setup EP type: register
  – CP peak stage delay: around 0.58 ns
  – Crit path max fanout: 7
  – CP startpoint: count_reg[8]

Pwr
  – Peak supply drop: roughly 0.064 mV
  – Pwr dens: slightly below 80 nW/um2
  – Leakage: 4.883 nW
  – Final Power: between 700 and 800 uW

Placed design
  – PortBufs: a little over 80
  – Placed Cells: 1,215
  – DP Worst Slack: approximately 8.5 ns
  – Hpwl dp: around 15 mm
  – Final Wtd Congestion: around 0.92

STA
  – Final setup margin: roughly 8.4 ns
  – Final worst-path cycle share: 0.3778
  – Final Hold Fails: 0
  – Fmax: roughly 0.20 GHz
  – Worst-margin pin slew: approximately 0.64 ns
  – RSZ-0062 raised after global routing: false
  – Final critical-path required period: around 5.1 ns
  – Max Clock Skew: ~0.012 ns
  – Max-slew violation count: 0
  – Setup TNS: 0 ns
  – Final setup fails: 0
  – Rel. slew slack: 0.5757

Cells and area
  – Seq. cell area: between 2000 and 2500 um2
  – Final non-filler cell total: about 1,200
  – Fraction of layout cells with a size suffix above 1: 0.09213
  – # fillers: about 2,600
  – Area of the multi-input gates: slightly above 5000 um2
  – Layout area overhead: 16.55%

Job
  – Tool Warnings: 31
  – Max-cap viol count: 0

Worst hold path
  – Hold Path Origin: last_time_ms_reg[10]
  – Class of the worst hold path: reg -> reg

Run status
  – Status: completed
==> report_power, final <==
| part | internal [mW] | switching, mW | leakage (nW) |
|---|---|---|---|
| combinational | 0.105 | 0.0652 | 3.55 |
| clock | 0.131 | 0.123 | 0.142 |
| sequential | 0.298 | 0.0247 | 1.20 |
| total | 0.534 | 0.213 | 4.88 |
==> cell type report <==
| class | instances | share of cell area |
|---|---|---|
| well taps | 341 | 0.04476 |
| clock buffers | 9 | 0.02363 |
| inverters | 167 | 0.06590 |
| flip-flops and latches | 88 | 0.2312 |
| repair buffers | 86 | 0.08900 |
| clock inverters | 7 | 0.007351 |
| multi-input cells | 533 | 0.5382 |
==> through the flow <==
stage               hold WS, ns  area, um2  utilization
floorplan                0.4241       8204            -
global placement         0.4643       9236       0.3437
detailed placement       0.4784       9236       0.3437
CTS                      0.4974       9532       0.3547
global route             0.5117       9532       0.3547
finish                   0.4907       9532       0.3547
==> final timing paths <==
kind                                         to  cells past startpoint
max                             time_ms_reg[30]                     17
min in group asynchronous       time_ms_reg[25]                      2
max in group asynchronous          count_reg[8]                      3
min                        last_time_ms_reg[10]                      2
max reg2reg                     time_ms_reg[30]                     17
min reg2reg                last_time_ms_reg[10]                      2
==> cell usage in the layout (no fill, tap or decap), types with 9 or more instances in the layout <==
cell / instances
inv_1: 166
ha_1: 119
dfrtp_1: 87
clkdlybuf4s50_1: 81
fa_1: 62
mux2_2: 44
xnor2_1: 39
nand2_1: 38
nor2_1: 37
a21oi_1: 34
xor2_1: 28
nand3_1: 16
o21ai_0: 16
clkbuf_16: 9
==> worst max-delay path: cells and delay by family, from the launching register on <==
family	cells	cell delay, ns
AND-OR/OR-AND	2	0.67
XOR/XNOR	1	0.15
buffers and inverters	4	0.24
adder cells (fa/ha/maj)	6	2.64
AND/OR/NAND/NOR	3	0.44
flip-flops	1	0.58
multiplexers	1	0.29
==> metal layers <==
metal | GRT usage | routed length [um] | share of wire | up-vias
met5 | 0 | 0 | 0 | -
met4 | 0.01409 | 189 | 0.010 | 0
met3 | 0.03322 | 1024 | 0.057 | 12
met2 | 0.2065 | 7790 | 0.43 | 122
met1 | 0.2313 | 9038 | 0.50 | 2640
li1 | - | - | - | 2759
==> kinds of logic (layout without fill, tap and decap cells) <==
| kind of cell | count (synthesis) | count (layout) |
|---|---|---|
| buf+inv | 205 | 269 |
| simple gates | 135 | 135 |
| other cells | 1 | 8 |
| compound gates | 98 | 98 |
| fa+ha+maj | 181 | 181 |
| mux | 44 | 44 |
| flops | 88 | 88 |
| xor+xnor | 67 | 67 |
No activity file was given, so power comes from the tool's default toggle rates.
