==> flow/design.v <==
module banco_registradores (
    input logic clock,
    input logic reset,
    input logic [1:0] add_rd0,
    input logic [1:0] add_rd1,
    input logic wr_en,
    input logic [1:0] add_wr,
    input logic [7:0] wr_data,
    output logic [7:0] rd0,
    output logic [7:0] rd1
);
    logic [7:0] registrador [3:0];
    always_ff @(posedge clock or posedge reset) begin
        if (reset) begin
            registrador[0] <= 8'b0;
            registrador[1] <= 8'b0;
            registrador[2] <= 8'b0;
            registrador[3] <= 8'b0;
        end else begin
            if (wr_en) begin
                registrador[add_wr] <= wr_data;
            end
        end
    end
    assign rd0 = registrador[add_rd0];
    assign rd1 = registrador[add_rd1];
endmodule
==> flow/run.sh <==
#!/bin/bash
# OpenROAD 26Q1-2900-gdf79404cd8, Yosys 0.63+post, stock flow scripts
make -C /OpenROAD-flow-scripts/flow DESIGN_CONFIG=/design/flow/config.mk WORK_HOME=/design/flow/orfs finish
==> flow/config.mk <==
export PLATFORM = sky130hd
export DESIGN_NAME = banco_registradores
export DESIGN_NICKNAME = banco_registradores
export VERILOG_FILES = /design/flow/design.v
export SDC_FILE = /design/flow/constraint.sdc
export NUM_CORES = 4
export LEC_CHECK = 1
export CORE_UTILIZATION = 40
==> flow/constraint.sdc <==
current_design banco_registradores

set clk_period 1.2
set clk_io_pct 0.2

create_clock -name clk0 -period $clk_period [get_ports {clock}]

set non_clock_inputs [all_inputs -no_clocks]
set_input_delay [expr $clk_period * $clk_io_pct] -clock clk0 $non_clock_inputs
set_output_delay [expr $clk_period * $clk_io_pct] -clock clk0 [all_outputs]
==> impl_metrics.yaml <==
# flow metrics
routing:
  ant_nets: 0
  drtIter0Drc: 39
  num_antenna_cells: 0
  drt_first_pass_iters: 3
  vias: 1076
  post_drt_wl_per_cell_um: 17.8
  routed_via_density: 5.35
  drc: 0
  wl_um: 3580
grt:
  antenna_found_initial: 0
  globalRouteOverflowTotal: 0
  grt_pass1_vias: 1211
  grt_max_degree: 33
  grt_pass1_wl_um: 6120
  grt_usage_pct: 20.8
critical_path:
  startpoint_type: "flip-flop"
  path_cells: "buf_6, mux4_2, buf_2"
  critPathMaxFanout: 2
  cp.required_ns: 0.96
  slowest_stage: "mux4_2"
  end_kind: "output port"
  max_stage_delay_ns: 0.46
  crit_type: "reg -> out"
  crit_arrival_ns: 1.37
yosys:
  synthCells: 89
  ys_cells: 89
  ys.flops: 32
  postSynthSeqShare_pct: 50.2
  yosys_area_mm2: 0.00159
  ys_types: 9
  syn_avg_cell_area_um2: 17.9
  yosysWarningCount: 2
  syn_area_mm2: 0.00159
floorplanning:
  ios: 33
  die_h_um: 65.1
  rows: 22
  dieWidth_um: 65.1
  fp_util_pct: 42.6
  coreArea_mm2: 0.00374
  die_area_mm2: 0.00424
power:
  vdd_drop_max_mv: 0.920
  p_leak_nw: 1.03
  seqPwrFrac_pct: 42.8
  p_sw_uw: 760
  powerDensity_mw_per_mm2: 1420
  p_int_mw: 2.55
  netSwitchingFraction_pct: 22.9
  clkPwrFrac_pct: 30.2
  combPwrFrac_pct: 27.1
cts:
  clk_path_buf_depth: 2
  cts_root_buffer: "clkbuf_8"
  htreeDepth: 2
  clk_latency_ns: 0.28
  numCtsBuffers: 5
  cts_tree: "done"
  cts_sinks: 32
  holdBufCountCts: 0
  cts.clk_slew.worst_paths_ns: 0.06
min_path:
  hold_class: "in -> async"
cells_and_area:
  regMostFlops: "registrador"
  area_growth_pct: 46.9
  nFillCells: 297
  largest_register_ff_count: 32
  drive_above_1_share_pct: 68.6
  top_regs: "registrador (32)"
run_status:
  status: "finished with violations"
  violations: "setup timing"
sta:
  relSlewSlack_pct: 83.7
  rsz0062_at_grt: "true"
  hold_slack_ns: 0.314
  fin_ws_ns: -0.413
  period_needed_ns: 1.61
  worst_pin_slew_ns: 0.244
  fin_crit_sh_pct: 134
  hold_viol: 0
  fmax_mhz: 620
  drv_slew: 0
  setup_viol: 16
  fin_skew_ns: 0
job:
  warnings: 27
  maxCapViolCount: 0
place:
  io_buffers: 32
  dpl.hpwl_um: 2250
  pre_cts_ws_ns: -0.880
  place.gp.congestion: 0.737
## final cells by class
class | count | area (µm²) | share of cell area [%]
multi-input combinational | 52 | 772 | 33.0
sequential | 32 | 801 | 34.2
tap | 48 | 60.1 | 2.57
clock buffer | 6 | 72.6 | 3.10
timing repair buffer | 60 | 597 | 25.5
clock inverter | 2 | 35.0 | 1.50
inverter | 1 | 3.75 | 0.160
## layout by cell type (no fill, tap or decap), types with 2 or more instances in the layout
cell / instances
clkbuf_8: 5
mux2_2: 32
buf_6: 10
clkdlybuf4s50_1: 9
buf_12: 10
dfrtp_1: 32
mux4_2: 16
nand3b_2: 2
buf_2: 18
buf_4: 8
dlygate4sd2_1: 5
## final timing paths
path | from | to | slack (ns) | cells after the start
worst max-delay path | registrador[3][0]$_DFFE_PP0P_ | rd1[0] | -0.41 | 3
worst min-delay path | reset | registrador[0][5]$_DFFE_PP0P_ | 0.31 | 3
worst max register to register | registrador[3][4]$_DFFE_PP0P_ | registrador[3][4]$_DFFE_PP0P_ | 0.21 | 3
worst min register to register | registrador[1][1]$_DFFE_PP0P_ | registrador[1][1]$_DFFE_PP0P_ | 0.52 | 1
max in group asynchronous | reset | registrador[1][5]$_DFFE_PP0P_ | 0.71 | 3
min in group clk0 | registrador[1][1]$_DFFE_PP0P_ | registrador[1][1]$_DFFE_PP0P_ | 0.52 | 1
## metrics by stage
stage | util (%) | setup TNS, ns | cell area [µm²] | std cells | total power [mW]
final | 62.5 | -5.20 | 2340 | 201 | 3.31
after global routing | 62.5 | -5.90 | 2340 | 201 | 3.49
after CTS | 62.1 | -5.30 | 2330 | 201 | 3.31
after detailed placement | 57.3 | -27.21 | 2140 | 175 | 2.30
after global placement | 57.3 | -26.34 | 2140 | 175 | 2.28
after floorplan | - | 0 | 1590 | 89 | 1.83
## kinds of logic after synthesis
kind of cell,share of synthesized area (%)
mux,45.2
flops,50.2
simple gates,3.22
buf+inv,1.33
## Yosys cell counts
cell type   n  share of area (%)
mux4_2     16                 23
inv_1       1               0.24
nand3_2     1               0.63
nand3b_2    2                1.4
dfrtp_1    32                 50
buf_1       2               0.47
nor3b_4     1                1.2
buf_2       2               0.63
mux2_2     32                 23
## critical path: cells and delay by family (launching register included)
family | cells | cell delay, ns
buffers and inverters | 2 | 0.25
multiplexers | 1 | 0.46
flip-flops | 1 | 0.39
## power by group through the flow
| stage | clock network [mW] | registers (mW) | logic (mW) |
|---|---|---|---|
| global route | 1.08 | 1.45 | 0.969 |
| CTS | 1.02 | 1.41 | 0.887 |
| finish | 1.00 | 1.42 | 0.897 |
## metal layers
layer / vias to the layer above / wire length (µm) / share of wire (%) / GRT usage, %
li1: 482 / - / - / -
met1: 551 / 1590 / 45 / 32.6
met2: 36 / 1650 / 46 / 31.5
met3: 7 / 266 / 7.4 / 6.16
met4: 0 / 63 / 1.8 / 3.80
met5: - / 0 / 0 / 0
## repair_timing
| item | in CTS | in global routing |
|---|---|---|
| pin swaps | 0 | 0 |
| gates resized | 67 | 4 |
| setup buffers | 18 | 0 |
| setup endpoints to repair | 48 | 16 |
| endpoints found under the hold margin | 0 | 0 |
Power and IR drop assume default switching activity.
